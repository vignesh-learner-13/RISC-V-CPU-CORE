$ cat /design/flow/design.v
`timescale 1ns/1ns
module alu(input wire [31:0] A, input wire [31:0] B,input wire [3:0] alucon,output reg [31:0] out,output reg zero);
always @(A,B,alucon) 
begin
    case (alucon)
    4'b0000:out = A + B;
    4'b0001:out = A - B;
    4'b0010:out = A ^ B;
    4'b0011:out = A | B;
    4'b0100:out = A & B;
    4'b0101:out = A << B;
    4'b0110:out = A >> B;
default:out=0;    
    endcase
    zero = (out == 0) ? 1'b1 : 1'b0;
end
endmodule
module alutb();
 reg [31:0] A;
  reg [31:0] B;
  reg [3:0] alucon;
  wire [31:0] out;
  wire zero;
alu uut(.A(A),.B(B),.alucon(alucon),.out(out),.zero(zero));
initial
begin
$dumpvars(0,alutb);
$dumpfile("alu.vcd");
A=32'h01;
B=32'h01;
alucon=4'b0000;
#10;
A=32'h02;
B=32'h01;
alucon=4'b0001;
#10;
A=32'h02;
B=32'h02;
alucon=4'b0010;
#10;
A=32'h01;
B=32'h01;
alucon=4'b0011;
#10;
A=32'h01;
B=32'h01;
alucon=4'b0100;
#10;
A=32'h01;
B=32'h01;
alucon=4'b0101;
#10;
A=32'h01;
B=32'h01;
alucon=4'b0110;
#10;
end
endmodule
$ cat /design/flow/config.mk
export PLATFORM = sky130hd
export DESIGN_NAME = alu
export DESIGN_NICKNAME = alu
export VERILOG_FILES = /design/flow/design.v
export SDC_FILE = /design/flow/constraint.sdc
export NUM_CORES = 4
export LEC_CHECK = 1
export CORE_UTILIZATION = 40
$ cat /design/flow/run.sh
#!/bin/bash
# OpenROAD 26Q1-2900-gdf79404cd8, Yosys 0.63+post, stock flow scripts
make -C /OpenROAD-flow-scripts/flow DESIGN_CONFIG=/design/flow/config.mk WORK_HOME=/design/flow/orfs finish
$ cat /design/flow/constraint.sdc
current_design alu

set clk_period 17.1
set clk_io_pct 0.2

create_clock -name clk0 -period $clk_period

set non_clock_inputs [all_inputs -no_clocks]
set_input_delay [expr $clk_period * $clk_io_pct] -clock clk0 $non_clock_inputs
set_output_delay [expr $clk_period * $clk_io_pct] -clock clk0 [all_outputs]
==> results.yml <==
# generated from flow reports
grt:
  first_global_vias: 9168
  grt_pass1_wl_mm: 58.3
  track_usage_pct: 36.9
  grt_max_degree: 61
  grt_antenna_before_repair: 1
  grt_overflow_total: 0
finish:
  final_cell_mix: "116 x nand2_1, 98 x clkdlybuf4s50_1, 96 x ha_1"
  flops: 0
  syn_to_final_growth_pct: 12.8
  final.clkbuf_count: 0
  drive_above_1_share_pct: 9.74
  final_common_cell: "nand2_1"
  fillers: 2201
  regArea_um2: 0
synth:
  yosys-mux-area-fraction_pct: 24.2
  synthCells: 1128
  ys_cells: 1128
  xor_area_share_pct: 4.94
  top_area_cell: "ha_1"
  ys_warn_count: 1
  avgSynthCellArea_um2: 7.55
  ys_types: 81
  fa_ha_area_share_pct: 14.3
  synthTopCellsByArea: "ha_1 14%, mux4_2 13%, mux2i_1 5.3%"
  synthAoiAreaFrac_pct: 25.8
  top_cell_area_share_pct: 14.1
  top_logic_kind: "AND-OR/OR-AND gates"
  yosys_area_um2: 8520
  ys_sh_simple_pct: 22.0
  ys_seq_share_pct: 0
  netlist_area_um2: 8520
setup_path:
  worstSetupEndpointType: "primary output"
  path_cells: "clkdlybuf4s50_1 > buf_4 > nor2_1 > and3_1 > and2_1 > nand3b_1 > nor3_1 > nor2_1 > xnor2_1 > ha_1 > nand4_1 > nor2_1 > nand4_1 > a31oi_1 > mux2i_1 > or4b_4 > or4_1 > nor4_1 > nand4b_1 > nor4_2 > clkdlybuf4s50_1"
  cp_slowest_cell: "nor2_1"
  crit_cells: 21
  cp_top_family: "simple AND/OR/NAND/NOR gates"
  cpMostUsedCell: "nor2_1"
  cp.required_ns: 13.68
  critPathBufInv: 3
  cp-start-kind: "primary input"
  crit_path_end: "zero"
  critPathMaxFanout: 41
  critPathKind: "primary input to primary output"
  crit_start: "B[3]"
  arrival_ns: 10.14
  max_stage_delay_ns: 0.68
floorplan:
  dieHeight_um: 148
  die_width_um: 148
  dieArea_um2: 21900
  fp_util_pct: 40.6
  io_pins: 101
  row_count: 53
  core-area_um2: 21000
routing:
  vias: 9626
  ant_nets: 0
  drtIter0Drc: 847
  wl_mm: 39.2
  wl_per_cell_um: 27.1
  remaining_drc_errors: 0
  dr.pass1.iters: 5
  vias_per_cell: 6.65
timing:
  grt_setup_unrepaired: "no"
  fin_crit_sh_pct: 79.3
  hold_violations: 0
  slew_headroom_pct: 36.4
  max_slew.worst_pin.slew_ns: 0.946
  maxSlewViolCount: 0
  finalSetupViolCount: 0
  min_period_ns: 13.56
  fmax_ghz: 0.0737
  finalSetupTns_ns: 0
  setup_ws_ns: 3.54
outcome:
  status: "finished clean"
pwr:
  p_sw_w: 0.000188
  power.internal_w: 0.000130
  vdd_ir_drop_max_mv: 0.0194
  swShare_pct: 59.0
  p_leak_nw: 3.93
  power_density_nw_per_um2: 33.1
  finalPower_w: 0.000318
clock_network:
  cts-resized-gates: 0
  post_cts_buffers: 0
  cts_hold_buf: 0
job:
  maxCapViolations: 0
  warnings: 65
placed_design:
  hpwlAfterDp_mm: 30.7
  dp_slack_ns: 3.69
  gp_congestion: 1.01
  portBuffers: 101
min_path:
  hp-class: "primary input to primary output"
==> layout make-up <==
class                      instances  area [um^2]  share of cell area, %
timing repair buffer             125         1180                   12.3
antenna                            1         2.50                 0.0261
multi-input combinational        971         7790                   81.2
tap                              275          344                   3.58
inverter                          75          282                   2.93
==> stage by stage <==
stage               utilization, %  cell area (um^2)  hold slack (ns)  cells
CTS                           45.8              9600             8.04   1446
global placement              45.8              9600             8.04   1446
floorplan                        -              8520             7.06   1128
finish                        45.8              9600             8.04   1447
detailed placement            45.8              9600             8.03   1446
global route                  45.8              9600             8.08   1446
==> synthesized netlist by cell type, types with 6 or more instances <==
library cell	instances
nor4_1	9
a221o_1	9
xnor2_1	39
nor2b_1	9
a211oi_1	13
or4_1	7
nor2_1	90
and3_1	6
mux4_1	10
mux2i_1	45
a211o_1	6
buf_6	7
a31oi_1	14
nand2_1	116
nand4_1	13
nand3_1	38
or3_1	11
xor2_1	9
mux2_2	14
a21oi_1	62
or2_2	7
a221oi_1	29
nand2b_1	11
o22ai_1	8
buf_2	7
buf_4	7
clkbuf_1	50
o31ai_1	11
ha_1	96
mux4_2	50
nor3_1	31
o21ai_0	63
o211ai_1	15
inv_1	73
a22oi_1	9
and2_1	14
a21o_1	19
==> worst min-delay path by stage <==
| stage | endpoint | depth (start not counted) | from |
|---|---|---|---|
| 6_report | out[2] | 5 | B[2] |
| 5_1_grt | out[2] | 5 | B[2] |
| 4_1_cts | out[2] | 5 | B[2] |
==> power by group through the flow <==
stage	Sequential (W)	Clock, W	Combinational (W)
CTS	0	0	0.000312
global route	0	0	0.000340
==> routing by layer <==
metal  GRT usage, %  vias to the layer above  routed length (um)
met3           8.54                      101                3050
met1           48.5                     4631               16100
met5              0                        -                  13
met2           58.6                      469               18000
met4           15.9                        2                1950
li1               -                     4423                   -
==> kinds of logic after synthesis <==
family / after synthesis
AOI/OAI and AO/OA: 320
xor gates and xnor gates: 48
adders and majority gates: 97
and+or+nand+nor: 384
muxes: 122
buffers and inverters: 157
Power is estimated from default activity; no workload was simulated.
