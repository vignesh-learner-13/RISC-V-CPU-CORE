===== /design/flow/config.mk =====
export PLATFORM = sky130hd
export DESIGN_NAME = alucontrol
export DESIGN_NICKNAME = alucontrol
export VERILOG_FILES = /design/flow/design.v
export SDC_FILE = /design/flow/constraint.sdc
export NUM_CORES = 4
export LEC_CHECK = 1
export CORE_AREA = 10 10 70 70
export DIE_AREA = 0 0 80 80

===== /design/flow/constraint.sdc =====
current_design alucontrol

set clk_period 5.0
set clk_io_pct 0.2

create_clock -name clk0 -period $clk_period

set non_clock_inputs [all_inputs -no_clocks]
set_input_delay [expr $clk_period * $clk_io_pct] -clock clk0 $non_clock_inputs
set_output_delay [expr $clk_period * $clk_io_pct] -clock clk0 [all_outputs]

===== /design/flow/design.v =====
`timescale 1ns/1ns
module alucontrol(input wire [1:0] aluop,input wire [6:0] f7,input wire [2:0] f3,output reg [3:0] alucon);
always@(*)
 begin
    case(aluop)
    2'b00:alucon<=4'b0000;
    2'b01:alucon<=4'b0001;
    2'b10:case({f7,f3})
10'h000:alucon<=4'b0000;
10'h100:alucon<=4'b0001;
10'h004:alucon<=4'b0010;
10'h006:alucon<=4'b0011;
10'h007:alucon<=4'b0100;
10'h001:alucon<=4'b0101;
10'h005:alucon<=4'b0110;
default :alucon<=4'b1111;
    endcase
default :alucon<=4'b1111;
    endcase
end
endmodule
module alucontb();
 reg [1:0] aluop;
 reg [6:0] f7;
 reg [2:0] f3;
 wire [3:0] alucon;
 alucontrol uut(.aluop(aluop), .f7(f7), .f3(f3), .alucon(alucon));
 initial
 begin
  $dumpvars(0,alucontb);
$dumpfile("alucon.vcd");
aluop=2'b00;
#10;
aluop=2'b01;
#10;
aluop=2'b10;
{f7,f3}=10'h000;
#10;
aluop=2'b10;
{f7,f3}=10'h100;
#10;
aluop=2'b10;
{f7,f3}=10'h004;
#10;
aluop=2'b10;
{f7,f3}=10'h006;
#10;
aluop=2'b10;
{f7,f3}=10'h007;
#10;
aluop=2'b10;
{f7,f3}=10'h001;
#10;
aluop=2'b10;
{f7,f3}=10'h005;
#10;
 end
endmodule

===== /design/flow/run.sh =====
#!/bin/bash
# OpenROAD 26Q1-2900-gdf79404cd8, Yosys 0.63+post, stock flow scripts
make -C /OpenROAD-flow-scripts/flow DESIGN_CONFIG=/design/flow/config.mk WORK_HOME=/design/flow/orfs finish

==> run notes <==
Per the timing report, the biggest fanout along the worst path comes to 4. With the number of input and output port buffers inserted at 16, the synthesis warning total is 1. With the chip width at 80 um, the die span in y is 80 um. After layout, the clock buffer instance count stands at 0. The run gives 6400 sq um for the floorplan die area. For the clock group share of total power, the log shows 0. The synthesis area per yosys was 140 sq um. The run gives 2970 ps as the worst-case hold slack.

For this design, the CTS-stage hold fixing added 0 buffers. Across all stage logs, warnings added up to 32. Routability-driven placement finished with a final weighted congestion of 0.816.

The area share of the largest cell type after synthesis works out to 0.170. The starting density of the core came out at 0.0410. In this design, the largest share of critical-path delay is due to simple AND/OR/NAND/NOR gates. The design has 0 sequential cells.

The logs give 1.000 for the combinational share of power and 0.00851 mV for the peak supply drop. The initial antenna violation count was 0; the number of fill cells in the layout was 408. Compared with the post-synthesis result, the final layout area differs by 155%. The via count was 207.

The synthesized netlist was found by Yosys to have 20 cells. Library cell appearing most often on the critical path: sky130_fd_sc_hd__clkdlybuf4s50_1. The run gives 0 as the portion of total power attributed to sequential cells. The register share after synthesis was 0. The slowest stage of the critical path belongs to the cell sky130_fd_sc_hd__or4_4. The worst setup path is captured at an output pin. The run gives 0.0556 for the fraction of final layout cells with drive strength greater than 1. The internal portion of the total power is 14.1 uW. The number of different library cells used by synthesis comes to 15. In the final report, the number of hold violations comes to 0.

The logs give 229 for the number of global-route vias before repair and 140 sq um for the post-synthesis instance area. The run gives 59.5 nW/um^2 for the power density over cell area. The first routing iteration left 0 violations. Per the post-run analysis, buffers plus inverters along the critical path come to 2. In this build the clock could be raised as far as 0.261 GHz.

Setup repair after global routing left no endpoint under its margin. The logs give 0.0189 for the overall routing resource usage and 658 um for the total wire length. Setup total negative slack on the finished layout was measured at 0 ps. Looking at hold timing, the worst path starts from aluop[1]. The routed design ends up with an antenna cell count of 0. The worst relative slew slack is 0.784, and the transition time at the pin with the least slew margin is 320 ps. For reference, the top cells by area after synthesis are sky130_fd_sc_hd__nor4b_4, sky130_fd_sc_hd__a31oi_1, sky130_fd_sc_hd__nor2b_1, sky130_fd_sc_hd__or4_4, sky130_fd_sc_hd__nor4b_1. A synthesized cell averages 7.01 sq um. Per the detail_route report, vias per standard cell equal 2.52.

The top-level I/O count is 16, and the max-capacitance violation count is 0. Counting I/O delays and the setup requirement, the final critical path takes 3840 ps. Per the GRT congestion report, total overflow comes to 0.

The number of setup buffers added after CTS is 0. The flow ran to the end, and the final reports show no timing, DRC or antenna violations. The logs give 588 um for the post-DP HPWL and 1 for the detailed-router iteration count before antenna repair. The path class of the tightest hold or removal check is primary input to output pin. The net switching share of the total power was 0.336. The wire length per cell after detailed routing was 8.02 um; the worst endpoint required time was 4000 ps. The critical path goes through clkdlybuf4s50_1 > or4_4 > nor4b_4 > a31oi_1 > clkdlybuf4s50_1. The logs give 3420 sq um for the core area and 0 for the tally of nets with antenna violations remaining after routing. The number of gates resized after cts came out at 0. Per the OpenROAD power report, leakage power amounts to 0.105 nW. The placed instances occupy a cell area of 358 sq um.

For the power dissipated by switching net loads, the log shows 7.16 uW. The maximum number of pins on one net before global-route repair was 7. The sequential cells in the finished layout cover a total of 0 sq um. The number of pins with negative max-slew slack in the final report came out at 0. The final worst-path cycle share is 0.768. The run gives 0 for the number of failing setup endpoints in the final timing report. The routed layout reports a DRC error count of 0. The tools report the first-pass GRT wire length as 1000 um. In the hold timing report, the worst path depth is 4. Counting every instance in the synthesized netlist gives 20.

The worst min-delay path endpoint was alucon[2]. STA classifies the critical path startpoint as a primary input. According to the timing report, the arrival time at the worst endpoint equals 2840 ps. After routing the design area is 358 sq um. The timing report gives the biggest stage delay along the critical path as 550 ps.

The library cell with the largest summed area after synthesis is sky130_fd_sc_hd__nor4b_4. The critical path is of the primary input to output pin type. The initialized floorplan defines 21 standard-cell rows.
-- cell type report --
class | instances | area (sq um) | area share
inverters | 1 | 3.75 | 0.0105
well taps | 46 | 57.6 | 0.161
multi-input cells | 19 | 136 | 0.381
repair buffers | 16 | 160 | 0.448
-- cells in the final DEF, fill, tap and decap left out --
cell type	instances
sky130_fd_sc_hd__clkdlybuf4s50_1	16
sky130_fd_sc_hd__a31oi_1	3
sky130_fd_sc_hd__nor2b_1	2
sky130_fd_sc_hd__nor2_1	2
sky130_fd_sc_hd__nand2_1	2
sky130_fd_sc_hd__o21ai_0	1
sky130_fd_sc_hd__or4_4	1
sky130_fd_sc_hd__nor4b_4	1
sky130_fd_sc_hd__inv_1	1
sky130_fd_sc_hd__a21oi_1	1
sky130_fd_sc_hd__o31ai_1	1
sky130_fd_sc_hd__nand2b_1	1
sky130_fd_sc_hd__nor4b_1	1
sky130_fd_sc_hd__nor4_1	1
sky130_fd_sc_hd__xor2_1	1
sky130_fd_sc_hd__a22oi_1	1
-- how the worst max path moves through the flow --
stage / cells past startpoint / slack, ps / from / end
CTS: 5 / 1140 / f7[2] / alucon[2]
global route: 5 / 1060 / f7[2] / alucon[1]
finish: 5 / 1160 / f7[2] / alucon[0]
-- routing by layer --
layer / vias up / global-route usage / part of all wire
met2: 12 / 0.0289 / 0.37
met5: - / 0 / 0
met3: 0 / 0.0102 / 0.17
met1: 82 / 0.0244 / 0.45
li1: 113 / - / -
met4: 0 / 0 / 0
-- power by group through the flow --
| stage | clock (mW) | sequential (mW) | combinational (mW) |
|---|---|---|---|
| final | 0 | 0 | 0.0213 |
| after global routing | 0 | 0 | 0.0236 |
| after CTS | 0 | 0 | 0.0216 |
-- kinds of logic after synthesis --
group	synth area share
and+or+nand+nor	0.598
AOI/OAI and AO/OA	0.312
xor gates and xnor gates	0.0625
buffers and inverters	0.0268
-- worst min-delay path, stage by stage --
cell,delay [ps]
sky130_fd_sc_hd__clkdlybuf4s50_1,420
sky130_fd_sc_hd__inv_1,100
sky130_fd_sc_hd__a31oi_1,50
sky130_fd_sc_hd__clkdlybuf4s50_1,400
-- metrics by stage --
step / total power, mW / util / worst slack, ps / instances
2_1_floorplan: 0.00526 / - / 2070 / 20
6_report: 0.0213 / 0.105 / 1160 / 82
5_1_grt: 0.0236 / 0.105 / 1060 / 82
3_3_place_gp: 0.0214 / 0.105 / 1170 / 82
4_1_cts: 0.0216 / 0.105 / 1140 / 82
3_5_place_dp: 0.0214 / 0.105 / 1150 / 82
-- cell usage after synthesis --
master	number
sky130_fd_sc_hd__a21oi_1	1
sky130_fd_sc_hd__xor2_1	1
sky130_fd_sc_hd__nor4_1	1
sky130_fd_sc_hd__nor2b_1	2
sky130_fd_sc_hd__nor4b_1	1
sky130_fd_sc_hd__nand2_1	2
sky130_fd_sc_hd__inv_1	1
sky130_fd_sc_hd__or4_4	1
sky130_fd_sc_hd__nor4b_4	1
sky130_fd_sc_hd__a31oi_1	3
sky130_fd_sc_hd__nand2b_1	1
sky130_fd_sc_hd__a22oi_1	1
sky130_fd_sc_hd__o31ai_1	1
sky130_fd_sc_hd__nor2_1	2
sky130_fd_sc_hd__o21ai_0	1
Power is estimated from default activity; no workload was simulated.
